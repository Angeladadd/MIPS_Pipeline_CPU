### flow/constraint.sdc
current_design register

set clk_period 11.8
set clk_io_pct 0.2

create_clock -name clk0 -period $clk_period [get_ports {clock_in}]

set non_clock_inputs [all_inputs -no_clocks]
set_input_delay [expr $clk_period * $clk_io_pct] -clock clk0 $non_clock_inputs
set_output_delay [expr $clk_period * $clk_io_pct] -clock clk0 [all_outputs]
### flow/config.mk
export PLATFORM = sky130hd
export DESIGN_NAME = register
export DESIGN_NICKNAME = register
export VERILOG_FILES = /design/flow/design.v
export SDC_FILE = /design/flow/constraint.sdc
export NUM_CORES = 4
export LEC_CHECK = 1
export CORE_UTILIZATION = 30
### flow/run.sh
#!/bin/bash
# OpenROAD 26Q1-2900-gdf79404cd8, Yosys 0.63+post, stock flow scripts
make -C /OpenROAD-flow-scripts/flow DESIGN_CONFIG=/design/flow/config.mk WORK_HOME=/design/flow/orfs finish
### flow/design.v
`timescale 1ns / 1ps
module register(
    input clock_in,
	 input reset,
    input [25:21] readReg1,
    input [20:16] readReg2,
    input [4:0] writeReg,
    input [31:0] writeData,
    input regWrite,
    output reg [31:0] readData1,
    output reg [31:0] readData2,
	 output [7:0] register1,
	 output [7:0] register2,
	 output [7:0] register3,
	 output [7:0] register4);
	 reg [31:0] regFile[15:0];
	 initial
	 begin
		regFile[0] = 32'b00000000000000000000000000000000;
		regFile[1] = 32'b00000000000000000000000000000001;
		regFile[2] = 32'b00000000000000000000000000000010;
		regFile[3] = 32'b00000000000000000000000000000011;
		regFile[4] = 32'b00000000000000000000000000000100;
		regFile[5] = 32'b00000000000000000000000000000101;
		regFile[6] = 32'b00000000000000000000000000000110;
		regFile[7] = 32'b00000000000000000000000000000111;	 
		regFile[8] = 32'b00000000000000000000000000001000;
		regFile[9] = 32'b00000000000000000000000000001001;
		regFile[10] = 32'b00000000000000000000000000001010;
		regFile[11] = 32'b00000000000000000000000000001011;
		regFile[12] = 32'b00000000000000000000000000001100;
		regFile[13] = 32'b00000000000000000000000000001101;
		regFile[14] = 32'b00000000000000000000000000001110;
		regFile[15] = 32'b00000000000000000000000000001111;
	end
	assign register1=regFile[1][7:0];
	assign register2=regFile[2][7:0];
	assign register3=regFile[3][7:0];
	assign register4=regFile[4][7:0];
	 always @ ( readReg1 or readReg2 or writeReg or writeData or reset)
	 begin
		if(reset)
		begin
			readData1=0;
			readData2=0;
		end
		else
		begin
				readData1 = regFile[readReg1];
				readData2 = regFile[readReg2];
		end
	 end
	 always @ (negedge clock_in)
	 begin
		if(reset)
		begin
		regFile[0] <= 32'b00000000000000000000000000000000;
		regFile[1] <= 32'b00000000000000000000000000000001;
		regFile[2] <= 32'b00000000000000000000000000000010;
		regFile[3] <= 32'b00000000000000000000000000000011;
		regFile[4] <= 32'b00000000000000000000000000000100;
		regFile[5] <= 32'b00000000000000000000000000000101;
		regFile[6] <= 32'b00000000000000000000000000000110;
		regFile[7] <= 32'b00000000000000000000000000000111;	 
		regFile[8] <= 32'b00000000000000000000000000001000;
		regFile[9] <= 32'b00000000000000000000000000001001;
		regFile[10] <= 32'b00000000000000000000000000001010;
		regFile[11] <= 32'b00000000000000000000000000001011;
		regFile[12] <= 32'b00000000000000000000000000001100;
		regFile[13] <= 32'b00000000000000000000000000001101;
		regFile[14] <= 32'b00000000000000000000000000001110;
		regFile[15] <= 32'b00000000000000000000000000001111;
		end
		else
		begin
				if(regWrite == 1)
					regFile[writeReg] <= writeData;
		end
	 end
endmodule
==> GITHUB_STEP_SUMMARY <==
### Flow metrics

| Metric | Value |
|---|---|
| WL final | a little over 90000 um |
| Drt pass-1 iters | 6 |
| Critical-path cell list | mux4_2 -> o21ai_1 -> nand2_1 -> clkdlybuf4s50_1 |
| Top Registers | regFile (512) |
| Most common logic cells in the final layout | inv_1, edfxtp_1, and2_1 |
| Share of cells above drive strength 1 | 0.0873 |
| Fin area | ~34000 um^2 |
| Status | completed |
| First-pass GRT wire length | roughly 140000 um |
| Reg with most FFs | regFile |
| Sequential Power Share | 0.413 |
| Root buf cell | clkbuf_16 |
| Post-route antenna net violation count | 0 |
| Drt drc | 0 |
| Worst Setup Start Kind | flop |
| Worst EP required | approximately 9.4 ns |
| I/O pin cnt | about 150 |
| Asr flop ratio synth | 0 |
| Reg clk slew, reported paths | roughly 0.030 ns |
| Post-CTS Hold Buffers | 0 |
| RSZ-0062 raised after global routing | no |
| Vias post-DR | 20682 |
| WL/cell | 23.1 um |
| P_sw | around 0.0016 W |
| Log Warnings | around 540 |
| Vias in the first global route | ~23000 |
| Synthesized area | between 20000 and 30000 um^2 |
| Largest net degree at the start of global routing | between 60 and 70 |
| Setup TNS | 0 ns |
| WS Path Type | reg2out |
| Worst Path Arrival | between 8 and 9 ns |
| Hold path depth | 4 |
| Top cell excl fill/tap | inv_1 |
| Total Routing Usage GR | 0.206 |
| Max_slew headroom | 0.397 |
| Synth Seq Share | 0.548 |
| CP max stage delay | approximately 0.48 ns |
| Placed cell area | about 30000 um^2 |
| Setup Viol. Count Final | 0 |
| Clock Path Buffers | 3 |
| Slew Limit Fails | 0 |
| Critical Path End Type | primary output |
| Post-CTS Setup Inserts | 0 |
| P_int | around 0.0037 W |
| Instance tally after logic synthesis | 2224 |
| Synth cell types | 26 |
| CTS H-tree depth | 2 |
| Min-Delay Startpoint | readReg1[22] |
| Cts repair resizes | 0 |
| Synth area leader | edfxtp_1 |
| Yosys stat area | 28100 um^2 |
| Placer Congestion | roughly 0.85 |
| Die y size | ~300 um |
| Initial antenna violation count | 4 |
| Cell area power density | between 150 and 200 nW/um^2 |
| Final Hold Vio Count | 0 |
| Core Util at FP | 0.304 |
| Clk sinks | between 500 and 600 |
| Top-area cell share | 0.548 |
| Die width | 308 um |
| Clk pwr share | 0.485 |
| Max FFs per register | around 510 |
| Vias per cell | between 5 and 6 |
| Ys cells | 2224 |
| # rows | 111 |
| CTS tree | built |
| Post-synth top flop | edfxtp_1 |
| HPWL Detailed | 51300 um |
| Max Cap Viol | 0 |
| Pleak | 14.9 nW |
| Area Overhead vs Synth | 22.4% |
| Core area | between 90000 and 100000 um^2 |
| IO Port Bufs | about 140 |
| Initial DRC count | around 1300 |
| CP max-delay cell | clkdlybuf4s50_1 |
| Syn avg cell area | ~13 um^2 |
| VDD IR max | roughly 0.00012 V |
| Comb power frac | 0.103 |
| Sw Ratio | 0.294 |
| Hold WC Path Type | in2out |
| Die area | ~95000 um^2 |
| Num CTS Buffers | 55 |
| Total number of yosys warnings | 1 |
| Worst Tran Pin Value | 0.904 ns |
| Gr ovfl total | 0 |
| Flip-flops with a built-in enable | approximately 510 |
| Worst Path Max Fanout | 2 |
| Synth area leaders | edfxtp_1, mux2i_1, and2_1 |
| Ys flops | 512 |
| Worst Hold End | readData1[6] |
[cells in the mapped netlist, types with 28 or more instances]
cell	number
buf_2	35
o21ai_1	32
mux4_2	36
nand2_1	66
edfxtp_1	512
nand3_1	96
buf_4	44
or3_1	28
a22oi_1	202
clkbuf_1	131
mux2i_1	440
and2_1	482
[worst max-delay path by stage]
stage | start | endpoint | slack (ns) | cells past startpoint
CTS | regFile[8][12]$_SDFFCE_NN0P_ | readData1[12] | 1.12 | 4
finish | regFile[8][12]$_SDFFCE_NN0P_ | readData1[12] | 1.06 | 4
global route | regFile[8][12]$_SDFFCE_NN0P_ | readData1[12] | 0.96 | 4
[final cells by class]
| type | instances | area, um^2 |
|---|---|---|
| repair buffers | 212 | 2020 |
| clock buffers | 56 | 1400 |
| clock inverters | 557 | 2490 |
| multi-input cells | 1470 | 11500 |
| diodes | 1 | 2.50 |
| flip-flops and latches | 512 | 15400 |
| well taps | 1243 | 1560 |
| fillers | 8594 | 57900 |
[worst max-delay path, delay by kind of cell, from the launching register on]
kind            cells  cell delay [ns]
flops               1             0.38
compound gates      1             0.37
simple gates        1             0.12
buf+inv             1             0.48
mux                 1             0.47
[layer usage]
metal	wire length [um]	part of all wire	global-route usage
met5	25	0.00027	0.00465
met2	45000	0.48	0.314
met1	33100	0.35	0.231
met3	12300	0.13	0.128
met4	2960	0.032	0.0898
[power by group through the flow]
stage / sequential [W] / clock [W] / combinational (W)
after CTS: 0.00218 / 0.00263 / 0.000541
after global routing: 0.00219 / 0.00282 / 0.000578
final: 0.00218 / 0.00256 / 0.000541
[stage by stage]
step	setup WS [ns]	hold slack [ns]	instances	utilization	total power [W]
after floorplan	1.88	4.86	2224	-	0.00275
after global placement	0.916	5.82	3438	0.330	0.00298
after detailed placement	0.886	5.80	3438	0.330	0.00299
after CTS	1.12	5.80	4050	0.372	0.00535
after global routing	0.957	5.83	4051	0.372	0.00558
final	1.06	5.78	4051	0.372	0.00527
[cell families after synthesis]
kind of cell,synth area share
compound gates,0.0654
simple gates,0.154
flops,0.548
mux,0.186
buf+inv,0.0465
Power figures rest on the tool's default switching activity, not on a simulated workload.

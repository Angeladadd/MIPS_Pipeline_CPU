$ cat flow/design.v
`timescale 1ns / 1ps
module inst_memory(
    input reset,
    input [31:0] readAddress,
    output reg [31:0] inst
    );
	 reg [31:0] instMemFile[0:15];
	 initial
	 begin
		instMemFile[0] = 32'b10001100000000010000000000001000; 
		instMemFile[1] = 32'b10001100000000100000000000001010; 
		instMemFile[2] = 32'b10001100000000110000000000000000; 
		instMemFile[3] = 32'b00000000001000100010000000100000; 
		instMemFile[4] = 32'b00000000011000010011100000100101; 
		instMemFile[5] = 32'b00000000100001100010000000100000; 
		instMemFile[6] = 32'b00000000011000010010100000100010; 
		instMemFile[7] = 32'b00000000010000010011000000100100; 
		instMemFile[8] = 32'b10001100000010100000000000000000; 
		instMemFile[9] = 32'b10001100000010100000000000000000; 
		instMemFile[10] = 32'b10001100000010100000000000000000; 
		instMemFile[11] = 32'b00000000000000000000000000000000; 
		instMemFile[12] = 32'b00000000000000000000000000000000; 
		instMemFile[13] = 32'b00010000000000000000000000000001; 
		instMemFile[14] = 32'b10001100000010000000000000000000; 
		instMemFile[15] = 32'b00000000000000000000000000000000;
	end
	always @(readAddress or reset)
	begin
		if(reset)
			inst=0;
		else 
			inst=instMemFile[readAddress>>2];
	end
endmodule
$ cat flow/run.sh
#!/bin/bash
# OpenROAD 26Q1-2900-gdf79404cd8, Yosys 0.63+post, stock flow scripts
make -C /OpenROAD-flow-scripts/flow DESIGN_CONFIG=/design/flow/config.mk WORK_HOME=/design/flow/orfs finish
$ cat flow/config.mk
export PLATFORM = sky130hd
export DESIGN_NAME = inst_memory
export DESIGN_NICKNAME = inst_memory
export VERILOG_FILES = /design/flow/design.v
export SDC_FILE = /design/flow/constraint.sdc
export NUM_CORES = 4
export LEC_CHECK = 1
export CORE_AREA = 10 10 70 70
export DIE_AREA = 0 0 80 80
$ cat flow/constraint.sdc
current_design inst_memory

set clk_period 2.2
set clk_io_pct 0.2

create_clock -name clk0 -period $clk_period

set non_clock_inputs [all_inputs -no_clocks]
set_input_delay [expr $clk_period * $clk_io_pct] -clock clk0 $non_clock_inputs
set_output_delay [expr $clk_period * $clk_io_pct] -clock clk0 [all_outputs]
==> impl.org <==
#+TITLE: Synthesis and PnR summary

** Outcome
- Run status :: completed

** Die
- During I/O placement, the number of pins put on the boundary was 65.
- Die area :: 6400 µm²
- Die width :: 80 µm
- The share of the core area taken by cells at floorplan is 0.129.
- In this run the core area contains 21 standard-cell rows.
- In this run the standard cell core region covers 3420 µm².
- The die is 80 µm tall.

** Job
- Warnings raised by the tools during the run amount to 64.
- Number of maximum-capacitance violations :: 0

** GRT
- For met1 alone, demand over resource in global routing was 0.0376.
- Met3 Use GR :: 0.00795
- The number of antenna violations at the first check in global routing was 0.
- Global Route met2 Usage :: 0.0778
- Summed over all routing layers, the global router reports a total usage of 0.0372.
- Entering global routing, the biggest net connects 8 pins.
- Total congestion overflow after global routing :: 0
- Busiest layer in global routing :: met2
- Number of global-route vias before repair :: 460
- Global-route wire length before repair :: 2060 µm

** Layout
- Per the layout area report, the combinational gate area comes to 368 µm².
- After filler insertion, the fill cell instance count of the layout stands at 390.
- The layout has 0 clock buffers.
- Number of sequential storage elements :: 0
- In the final layout, the share of cells above drive strength 1 is 0.375.
- The sequential cells in the finished layout cover a total of 0 µm².
- The finished cells cover 768 µm².
- Signed area change from the synthesized netlist to the final layout :: 74.4%

** Worst setup path
- STA classifies the critical path startpoint as a primary input.
- Data required time of the critical path :: 1760 ps
- On the critical path the data arrives at 1720 ps.
- Max FO, Critical Path :: 6
- The worst setup path is captured at an output port.
- The setup path with the least slack is of type primary input to output port.

** Synth
- Unique cell types :: 26
- Per Yosys stat, the portion of area used by sequential elements is 0.
- Count of mapped cells out of synthesis :: 59
- In this run the cell area of the synthesized design comes to 440 µm².
- A synthesized cell averages 7.46 µm².
- After synthesis, the chip area reported by Yosys is 440 µm².
- Yosys Instances :: 59
- Warnings reported by Yosys during synthesis add up to 1.

** Placed design
- Routability-driven placement congestion ratio :: 0.683
- In the placement report, post-DP HPWL is listed as 1180 µm.
- In this run the cell area measured after placement is 711 µm².
- Count of buffers from port buffering :: 24

** Drt
- Detailed routing inserted a total of 419 vias.
- Post-route ant nets :: 0
- The routed design has 1300 µm of wire.
- For this run, design rule violations remaining after detail routing come to 0.
- Wire length per cell after detailed routing :: 9.71 µm
- Drt first pass iters :: 3
- Vias per Instance :: 3.13
- In the routed netlist, the antenna diode instances number 0.
- Number of design-rule violations left by the first detailed-router iteration :: 6

** Final timing
- Post-layout period usage of the worst path :: 0.981
- Hold Violations, Final :: 0
- The worst path needs 2160 ps of the cycle, external delays included.
- Setup violations remaining at the end of the flow were counted as 0.
- Pins over their slew limit in the final report were tallied at 0.
- On the final layout, the worst hold slack is 1350 ps.
- RSZ-0062 raised after global routing :: false
- Derived from the worst setup path, the maximum achievable clock frequency is 463 MHz.

** Worst hold path
- Hold Path Class :: primary input to output port

** Pwr
- The leakage power in the latest report is 0.397 nW.
- Pwr/cell area :: 125 nW/µm²
- Looking at the VDD voltage map, the peak drop is 0.0249 mV.

** Clocking
- Post-CTS Hold Buffers :: 0
## path summary, 6_finish.rpt
check	startpoint	endpoint	slack, ps	cells after the start
hold / removal	readAddress[3]	inst[17]	1350	4
setup / recovery	readAddress[2]	inst[16]	40	6
## cell usage in the layout, fill, tap and decap left out, types with 2 or more instances in the layout
cell / n
sky130_fd_sc_hd__dlymetal6s2s_1: 3
sky130_fd_sc_hd__buf_2: 2
sky130_fd_sc_hd__conb_1: 13
sky130_fd_sc_hd__ha_4: 2
sky130_fd_sc_hd__nand2b_1: 4
sky130_fd_sc_hd__buf_4: 13
sky130_fd_sc_hd__clkdlybuf4s50_1: 10
sky130_fd_sc_hd__dlygate4sd2_1: 6
sky130_fd_sc_hd__mux2_2: 2
sky130_fd_sc_hd__inv_2: 2
sky130_fd_sc_hd__nor2_2: 3
sky130_fd_sc_hd__nor2_1: 2
sky130_fd_sc_hd__ha_1: 3
sky130_fd_sc_hd__nand2_1: 3
## cells by family after synthesis
logic type	count (synthesis)	share of synthesized area
buf+inv	23	0.386
mux	3	0.0739
fa+ha+maj	5	0.142
other cells	1	0.00851
simple gates	21	0.284
compound gates	6	0.105
## synthesized netlist by cell type
| cell type | n | area (µm²) |
|---|---|---|
| sky130_fd_sc_hd__a21boi_1 | 1 | 7.51 |
| sky130_fd_sc_hd__a21oi_1 | 1 | 5.00 |
| sky130_fd_sc_hd__and2_1 | 1 | 6.26 |
| sky130_fd_sc_hd__and3_1 | 1 | 6.26 |
| sky130_fd_sc_hd__buf_2 | 1 | 5.00 |
| sky130_fd_sc_hd__buf_4 | 18 | 135 |
| sky130_fd_sc_hd__buf_6 | 2 | 22.5 |
| sky130_fd_sc_hd__conb_1 | 1 | 3.75 |
| sky130_fd_sc_hd__ha_1 | 5 | 62.6 |
| sky130_fd_sc_hd__inv_1 | 2 | 7.51 |
| sky130_fd_sc_hd__mux2_2 | 2 | 22.5 |
| sky130_fd_sc_hd__mux2i_1 | 1 | 10.0 |
| sky130_fd_sc_hd__nand2_1 | 3 | 11.3 |
| sky130_fd_sc_hd__nand2b_1 | 4 | 25.0 |
| sky130_fd_sc_hd__nor2_1 | 3 | 11.3 |
| sky130_fd_sc_hd__nor2_2 | 3 | 18.8 |
| sky130_fd_sc_hd__nor3_1 | 1 | 5.00 |
| sky130_fd_sc_hd__nor3b_1 | 1 | 7.51 |
| sky130_fd_sc_hd__nor4_1 | 1 | 6.26 |
| sky130_fd_sc_hd__o211a_1 | 1 | 10.0 |
| sky130_fd_sc_hd__o21a_1 | 1 | 7.51 |
| sky130_fd_sc_hd__o31ai_1 | 1 | 7.51 |
| sky130_fd_sc_hd__o32ai_1 | 1 | 8.76 |
| sky130_fd_sc_hd__or2_1 | 1 | 6.26 |
| sky130_fd_sc_hd__or3b_4 | 1 | 11.3 |
| sky130_fd_sc_hd__or4b_1 | 1 | 10.0 |
## routing by layer
metal | share of wire | wire length [µm] | up-vias
met1 | 0.37 | 483 | 182
met3 | 0.071 | 93 | 0
li1 | - | - | 222
met4 | 0 | 0 | 0
met5 | 0 | 0 | -
met2 | 0.56 | 724 | 15
## report_power, final
part           internal (W)  leakage [nW]  switching, W  total (W)
combinational     0.0000581         0.397     0.0000381  0.0000961
clock                     0             0             0          0
sequential                0             0             0          0
## critical path, cell delays in order
cell	delay, ps
sky130_fd_sc_hd__dlygate4sd2_1	260
sky130_fd_sc_hd__buf_6	140
sky130_fd_sc_hd__ha_1	220
sky130_fd_sc_hd__nand2_1	70
sky130_fd_sc_hd__o211a_1	130
sky130_fd_sc_hd__clkdlybuf4s50_1	470
## final cells by class
cell class | count | area share
timing repair buffer | 38 | 0.436
multi-input combinational | 48 | 0.479
inverter | 2 | 0.00977
tap | 46 | 0.0749
## what timing repair did
| item | in CTS | in global routing |
|---|---|---|
| endpoints found under the setup margin | 19 | 11 |
| pin swaps | 3 | 4 |
| resized | 28 | 9 |
| setup buffers | 2 | 0 |
## metrics by stage
stage                     total power, W  worst slack (ps)  cells   util  setup TNS [ps]
after floorplan                0.0000554               565     71      -               0
after global placement         0.0000941              -425    132  0.208           -6260
after detailed placement       0.0000942              -462    132  0.208           -6720
after CTS                      0.0000966              5.51    134  0.218               0
after global routing            0.000109              1.29    134  0.225               0
final                          0.0000961              42.4    134  0.225               0
Power figures rest on the tool's default switching activity, not on a simulated workload.

$ cat design/flow/run.sh
#!/bin/bash
# OpenROAD 26Q1-2900-gdf79404cd8, Yosys 0.63+post, stock flow scripts
make -C /OpenROAD-flow-scripts/flow DESIGN_CONFIG=/design/flow/config.mk WORK_HOME=/design/flow/orfs finish
$ cat design/flow/config.mk
export PLATFORM = sky130hd
export DESIGN_NAME = data_memory
export DESIGN_NICKNAME = data_memory
export VERILOG_FILES = /design/flow/design.v
export SDC_FILE = /design/flow/constraint.sdc
export NUM_CORES = 4
export LEC_CHECK = 1
export CORE_UTILIZATION = 50
$ cat design/flow/constraint.sdc
current_design data_memory

set clk_period 15.5
set clk_io_pct 0.2

create_clock -name clk0 -period $clk_period [get_ports {clock_in}]

set non_clock_inputs [all_inputs -no_clocks]
set_input_delay [expr $clk_period * $clk_io_pct] -clock clk0 $non_clock_inputs
set_output_delay [expr $clk_period * $clk_io_pct] -clock clk0 [all_outputs]
$ cat design/flow/design.v
`timescale 1ns / 1ps
module data_memory(
    input clock_in,
	 input reset,
    input [31:0] address,
    input [31:0] writeData,
    input memWrite,
    input memRead,
    output reg [31:0] readData);
	 reg [31:0] memFile[15:0];
	 initial
	 begin
		memFile[0]	<= 32'b00000000000000000000000000000000;
		memFile[1]	<= 32'b00000000000000000000000000000001;
		memFile[2]	<= 32'b00000000000000000000000000000010;
		memFile[3]	<= 32'b00000000000000000000000000000011;
		memFile[4]	<= 32'b00000000000000000000000000000100;
		memFile[5]	<= 32'b00000000000000000000000000000101;
		memFile[6]	<= 32'b00000000000000000000000000000110;
		memFile[7]	<= 32'b00000000000000000000000000000111;	
		memFile[8]	<= 32'b00000000000000000000000000001000;
		memFile[9]	<= 32'b00000000000000000000000000001001;
		memFile[10]	<= 32'b00000000000000000000000000001010;
		memFile[11]	<= 32'b00000000000000000000000000001011;
		memFile[12]	<= 32'b00000000000000000000000000001100;
		memFile[13]	<= 32'b00000000000000000000000000001101;
		memFile[14]	<= 32'b00000000000000000000000000001110;
		memFile[15]	<= 32'b00000000000000000000000000001111;
	 end
	 always @ (memRead or address or reset)
	 begin
	 if(reset)
			readData = 0;
	 else if(memRead)
			readData = memFile[address>>2];
	 end 
	 always @ (negedge clock_in)
	 begin
	 if(reset)
	 begin
		memFile[0]	= 32'b00000000000000000000000000000000;
		memFile[1]	= 32'b00000000000000000000000000000001;
		memFile[2]	= 32'b00000000000000000000000000000010;
		memFile[3]	= 32'b00000000000000000000000000000011;
		memFile[4]	= 32'b00000000000000000000000000000100;
		memFile[5]	= 32'b00000000000000000000000000000101;
		memFile[6]	= 32'b00000000000000000000000000000110;
		memFile[7]	= 32'b00000000000000000000000000000111;	
		memFile[8]	= 32'b00000000000000000000000000001000;
		memFile[9]	= 32'b00000000000000000000000000001001;
		memFile[10]	= 32'b00000000000000000000000000001010;
		memFile[11]	= 32'b00000000000000000000000000001011;
		memFile[12]	= 32'b00000000000000000000000000001100;
		memFile[13]	= 32'b00000000000000000000000000001101;
		memFile[14]	= 32'b00000000000000000000000000001110;
		memFile[15]	= 32'b00000000000000000000000000001111;
	 end
	 else if (memWrite == 1)
			memFile[address>>2] = writeData;
	 end
endmodule
==> impl_metrics.ini <==
; flow metrics
[timing]
setup_tns_ps = 0
worst_slack_ps = 2020
drv_slew = 0
unclocked_regs = 32
untimed_endpoints = 64
relSlewSlack_pct = 39.9
finalHoldViolations = 0
rsz0062_at_grt = false
setup-violations-final = 0
tightest_slew_ps = 901

[synth]
netlist.area_leader.share_pct = 64.8
top_area_cell = edfxtp_1
ys.warnings.count = 1
ys_types = 30
area_leaders = edfxtp_1, and2_1, mux4_2
syn_inst = 1569
synth_flops = 544
ys_area_mm2 = 0.0237
yosysCellCount = 1569
post_synth.cell_area_avg_um2 = 15.1
synth_area_mm2 = 0.0237

[setup_path]
startpoint_type = primary input
crit_path_end_kind = register
worst-path-max-fanout = 23
crit_arrival_ps = 6050
cp_data_required_time_ps = 8070
critical_path_class = in -> reg

[cts]
cts-root-buf = clkbuf_16
cts.path.max_buffers = 3
clk_transition_reported_paths_ps = 30
cts_buffers = 56
ctsHoldBuffers = 0
cts_tree = done
h-tree-depth = 2
cts_setup_buffers = 0
cts.repair.resized = 0

[global_route]
use_met3_pct = 20.9
grt_usage_pct = 29.9
antenna_found_initial = 3
met2_usage_pct = 40.9
use_met1_pct = 39.9
grt_max_degree = 72
grt_pass1_wl_mm = 92.8
grt-busiest-layer = met2
grt.overflow.total = 0
grt_pass1_vias = 16522

[floorplanning]
io_pins = 100
core-area_mm2 = 0.0467
fp_util_pct = 50.8
die_area_mm2 = 0.0483
die_h_um = 220
die_width_um = 220
num_rows = 79

[detailed_routing]
initialDrtViolationCount = 785
drcViolationCount = 0
drtPass1Iterations = 23
wire_per_inst_um = 22.6
ant_nets = 0
routed_wl_mm = 62.6
vias = 14896
vias_per_cell = 5.38

[place]
dp_cells = 2154
preCtsSetupSlack_ps = 1440
post-dp-hpwl_mm = 33.2
gp_congestion = 0.828
portBuffers = 71

[run]
max_cap_viol_count = 0
warning_count = 565

[layout]
drive_gt1_share_pct = 13.7
nFillCells = 3583
area_delta_synth_final_pct = 20.9
final_cells = 2767

[pwr]
vdd_drop_max_mv = 0.116
powerDensity_mw_per_mm2 = 126
p_leak_nw = 12.2

[run_status]
status = finished, final reports clean

[min_path]
hold_path_depth = 2
worstHoldPathType = in -> reg
stage by stage:
stage | util (%) | total power (W) | cell area [um2] | hold WS, ps
finish | 61.5 | 0.00361 | 28700 | 11190
global route | 61.5 | 0.00385 | 28700 | 11250
CTS | 61.5 | 0.00368 | 28700 | 11180
detailed placement | 53.7 | 0.00208 | 25100 | 11850
global placement | 53.7 | 0.00208 | 25100 | 11850
floorplan | - | 0.00198 | 23700 | 11030
logic make-up after synthesis:
| kind of cell | after synthesis | synth area share (%) |
|---|---|---|
| mux | 192 | 11.8 |
| flops | 512 | 64.8 |
| simple gates | 559 | 14.7 |
| latches | 32 | 2.03 |
| buf+inv | 146 | 2.56 |
| compound gates | 128 | 4.05 |
sequential cells by signal, indices dropped and copies added (netlist names):
signal / count
memFile: 512
readData: 32
critical path, cell delays in order:
cell	delay, ps
clkdlybuf4s50_1	730
nand4b_1	800
nor3_2	330
or2_2	740
buf_4	350
Yosys cell counts:
cell type,instances
a22o_1,32
a22oi_1,32
and2_1,480
and3b_1,1
buf_1,3
buf_2,23
buf_4,4
clkbuf_1,103
clkbuf_2,12
dlxtn_1,32
edfxtp_1,512
inv_1,1
mux2_2,64
mux2i_1,64
mux4_2,64
nand2_1,2
nand2b_1,7
nand4b_1,1
nand4bb_1,2
nor2_1,11
nor2_2,3
nor2b_1,1
nor3_1,3
nor3_4,1
nor3b_1,1
o22ai_1,32
o31ai_1,32
or2_2,17
or3_1,28
or4b_1,1
routing by layer:
layer / wire, um / share of wire (%)
met4: 1280 / 2.0
met3: 8420 / 13
met5: 11 / 0.018
met1: 23300 / 37
met2: 29600 / 47
layout make-up:
cell class	count	area (um2)	share of cell area [%]
diodes	2	5.00	0.0175
clock buffers	57	1430	4.97
multi-input cells	879	7330	25.5
flip-flops and latches	544	15900	55.3
repair buffers	123	1120	3.89
clock inverters	555	2190	7.63
well taps	607	759	2.65
layout by cell type (no fill, tap or decap), types with 2 or more instances in the layout:
cell	instances
inv_1	538
edfxtp_1	512
and2_1	480
clkdlybuf4s50_1	69
mux2i_1	64
mux2_2	64
mux4_2	64
clkbuf_16	57
buf_4	52
a22o_1	32
o22ai_1	32
a22oi_1	32
o31ai_1	32
dlxtn_1	32
or3_1	28
or2_2	17
nor2_2	12
clkinvlp_2	11
nand2b_1	6
nor3_2	3
bufinv_16	3
diode_2	2
nand4bb_1	2
nor2_4	2
inv_6	2
final timing paths:
path / startpoint / to
min: writeData[22] / memFile[8][22]
max: reset / memFile[3][24]
report_power, final:
group          switching, W  internal (W)  total [W]  leakage (nW)
Clock              0.000857      0.000884    0.00174          3.62
Sequential        0.0000181       0.00162    0.00164          5.15
Combinational      0.000139     0.0000893   0.000229          3.43
No activity file was given, so power comes from the tool's default toggle rates.
